<file path="design.v">
module Dipslay2(Millisecond,Data,Duan,Wei);
input Millisecond;
input [5:0] Data; 
output[7:0] Duan; 
output Wei; 
reg [7:0] Duan;
reg Wei; 
wire[3:0] SHI; 
wire[3:0] GE; 
parameter Zero =  8'b1111_1100;
parameter One =   8'b0110_0000;
parameter Two =   8'b1101_1010;
parameter Three = 8'b1111_0010;
parameter Four =  8'b0110_0110;
parameter Five =  8'b1011_0110;
parameter Six =   8'b1011_1110;
parameter Seven = 8'b1110_0000;
parameter Eight = 8'b1111_1110;
parameter Nine =  8'b1111_0110;
assign SHI = Data/10;
assign GE = Data%10;
initial
begin
	Wei <= 0;
end
always@(posedge Millisecond)
begin
	if(Wei == 0) 
		begin
			case(GE) 
				4'd0 : Duan = Zero;
				4'd1 : Duan = One;
				4'd2 : Duan = Two;
				4'd3 : Duan = Three;
				4'd4 : Duan = Four;
				4'd5 : Duan = Five;
				4'd6 : Duan = Six;
				4'd7 : Duan = Seven;
				4'd8 : Duan = Eight;
				4'd9 : Duan = Nine;
			endcase
		end
	else
		begin
			case(SHI) 
				4'd0 : Duan = Zero;
				4'd1 : Duan = One;
				4'd2 : Duan = Two;
				4'd3 : Duan = Three;
				4'd4 : Duan = Four;
				4'd5 : Duan = Five;
				4'd6 : Duan = Six;
				4'd7 : Duan = Seven;
				4'd8 : Duan = Eight;
				4'd9 : Duan = Nine;
			endcase
		end
end
endmodule
</file>
<file path="run.sh">
#!/bin/bash
# OpenROAD 26Q1-2900-gdf79404cd8, Yosys 0.63+post, stock flow scripts
make -C /OpenROAD-flow-scripts/flow DESIGN_CONFIG=/design/flow/config.mk WORK_HOME=/design/flow/orfs finish
</file>
<file path="config.mk">
export PLATFORM = sky130hd
export DESIGN_NAME = Dipslay2
export DESIGN_NICKNAME = Dipslay2
export VERILOG_FILES = /design/flow/design.v
export SDC_FILE = /design/flow/constraint.sdc
export NUM_CORES = 4
export LEC_CHECK = 1
export CORE_AREA = 10 10 70 70
export DIE_AREA = 0 0 80 80
</file>
<file path="constraint.sdc">
current_design Dipslay2

set clk_period 4.4
set clk_io_pct 0.2

create_clock -name clk0 -period $clk_period [get_ports {Millisecond}]

set non_clock_inputs [all_inputs -no_clocks]
set_input_delay [expr $clk_period * $clk_io_pct] -clock clk0 $non_clock_inputs
set_output_delay [expr $clk_period * $clk_io_pct] -clock clk0 [all_outputs]
</file>
==> metrics.cfg <==
[run_status]
outcome=complete, no violations

[drt]
wl_um=2310
diodes=0
wl_per_cell_um=13.0
drt_first_iter_violations=82
vias=922
drt-pass1-iter-count=4
drc=0
detail-route-antenna-nets=0
avgViaCountPerCell=5.18

[die]
die_w_um=80
rows=21
dieArea_um2=6400
io-pin-count=16
fp-utilization=0.286
core_um2=3420
die_y_um=80

[finish]
drive_gt1_frac=0.114
final_common_cell=clkdlybuf4s50_1
largest_reg_flops=7
area_delta_synth_final_pct=16.6
postLayoutCoreUtil=0.334
final_area_um2=1140
lay_top_cells=13 x clkdlybuf4s50_1, 11 x nand2_1, 8 x a21oi_1, 7 x edfxtp_1
final_cells=178

[cts]
clock-root-buffer=clkbuf_4
post_cts_resized=0
cts.sinks=7
cts_tree=yes
cts.reportedPaths.clkPinSlew_ps=50
cts_buffers=3
hold_buffers=0
cts_buffer_depth=2
cts_setup_buffers=0
cts_max_level=1

[power_and_ir_drop]
peakVddDrop_mv=0.0832
comb_power_share=0.452
netSwitchingFraction=0.297
p_int_uw=195
clkPwrFrac=0.195
seqPwrFrac=0.352
switchingPower_uw=82.5
power.total_uw=278
powerDensity_nw_per_um2=243
p_leak_nw=0.397

[yosys]
post-synth-top-area-cell=edfxtp_1
synth_cell_type_count=51
yosysWarnings=1
ff_type=edfxtp_1
async_flop_share=0
enable_flop_cells=7
postSynthSeqShare=0.215
synth_flop_count=7
yosysTopAreaCellShare=0.215
ys_cells=121
syn-instance-count=121
yosys_area_um2=977
top_cells_by_area=edfxtp_1 22%, buf_4 5.4%, nand2_1 4.2%
avgSynthCellArea_um2=8.08
synthesis.area_um2=977

[global_route]
grt_pass1_vias=805
grt_max_degree=24
antenna_found_initial=0
grt-ovfl-total=0
grt_pass1_wl_um=3860
grt_usage=0.0702

[sta]
finalSetupTns_ps=0
timing.fmax_ghz=0.296
setup_viol=0
final_max_slew_viol_count=0
fin_crit_sh=0.769
hold_ws_ps=1480
hold_viol_final=0
min_period_ps=3380
relSlewSlack=0.546
finalWorstSetupSlack_ps=1020
rsz0062_at_grt=false
worstMarginPinSlew_ps=679

[setup_path]
start_kind=primary input
cp.arrival_ps=3340
crit_type=primary input to flop
slowest_delay_ps=410
cp.required_ps=4350
cp_cell_sequence=clkdlybuf4s50_1, nor2_1, inv_1, ha_1, nand2b_1, o21ai_0, a221oi_1, o31a_1, o211ai_1, buf_4
crit_slowest_cell=clkdlybuf4s50_1
path_max_fanout=9
end_kind=flop

[min_path]
hold_path_end=Duan[5]
worstHoldPathType=primary input to flop
min-delay-start=Data[0]
min_path_cells=3

[place]
post_dp_cell_area_um2=1110
dp_cells=174
gp_congestion=0.877
io_buffers=13
hpwl_um=1720
dpl_worst_slack_ps=813

[run]
maxCapViolations=0
warning_count=25

area by class of cell:
type / count / area [um^2]
Clock buffer: 4 / 26.3
Fill cell: 366 / 2280
Inverter: 5 / 18.8
Multi-Input combinational cell: 99 / 667
Sequential cell: 7 / 210
Tap cell: 46 / 57.6
Timing Repair Buffer: 17 / 160
cells by family (layout without fill, tap and decap cells):
logic type,count (synthesis),after routing,synth area share
AND/OR/NAND/NOR,48,48,0.269
AND-OR/OR-AND,46,46,0.374
buffers and inverters,16,26,0.106
flip-flops,7,7,0.215
adder cells (fa/ha/maj),1,1,0.0128
other,1,2,0.00384
XOR/XNOR,1,1,0.00896
multiplexers,1,1,0.0102
cells in the mapped netlist (all sizes together), types with 2 or more instances:
cell	n
nand2	11
o21a	2
nor2b	6
inv	5
nor3	4
nor3b	2
a21oi	9
and2	5
o22ai	2
a31oi	2
a211oi	3
nor4	2
nand2b	5
edfxtp	7
o211ai	2
o21bai	2
or3	4
nor2	6
buf	11
o21ai	8
layer usage:
metal,up-vias,wire length [um],global-route usage,share of wire
li1,472,-,-,-
met1,415,1110,0.102,0.48
met2,31,1010,0.104,0.44
met3,4,167,0.0148,0.072
met4,0,21,0.0141,0.0091
met5,-,0,0,0
critical path, delay by kind of cell:
family,cells,cell delay (ps)
AOI/OAI and AO/OA,4,910
adders and majority gates,1,370
buffers and inverters,3,660
and+or+nand+nor,2,500
power groups by stage:
stage     Combinational, mW  Sequential [mW]  Clock (mW)
4_1_cts               0.126           0.0979      0.0573
5_1_grt               0.139           0.0988      0.0648
6_report              0.126           0.0978      0.0542
worst max-delay path by stage:
| stage | from | to | slack (ps) | cells past startpoint |
|---|---|---|---|---|
| finish | Data[3] | Duan[7] | 1020 | 10 |
| global route | Data[3] | Duan[7] | 830 | 10 |
| CTS | Data[3] | Duan[7] | 1060 | 10 |
Power is estimated from default activity; no workload was simulated.
