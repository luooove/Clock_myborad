--- ./config.mk ---
export PLATFORM = sky130hd
export DESIGN_NAME = quyu
export DESIGN_NICKNAME = quyu
export VERILOG_FILES = /design/flow/design.v
export SDC_FILE = /design/flow/constraint.sdc
export NUM_CORES = 4
export LEC_CHECK = 1
export CORE_AREA = 10 10 70 70
export DIE_AREA = 0 0 80 80
--- ./constraint.sdc ---
current_design quyu

set clk_period 1.9
set clk_io_pct 0.2

create_clock -name clk0 -period $clk_period

set non_clock_inputs [all_inputs -no_clocks]
set_input_delay [expr $clk_period * $clk_io_pct] -clock clk0 $non_clock_inputs
set_output_delay [expr $clk_period * $clk_io_pct] -clock clk0 [all_outputs]
--- ./design.v ---
module quyu(yushu,shi,ge);
input[0:5] yushu;
output[0:3] shi,ge;
reg[0:3]	shi,ge;
wire[0:5] temp,temp2;
assign temp = yushu/10;
assign temp2 = yushu - temp*10;
always@(yushu)
begin
	if(temp != 0)
		begin
			shi <= temp;
			ge <= temp2;
		end
	else	
		begin
			shi <= 0;
		end
end
endmodule
--- ./run.sh ---
#!/bin/bash
# OpenROAD 26Q1-2900-gdf79404cd8, Yosys 0.63+post, stock flow scripts
make -C /OpenROAD-flow-scripts/flow DESIGN_CONFIG=/design/flow/config.mk WORK_HOME=/design/flow/orfs finish
==> results_dict.tcl <==
# collected from the flow reports
set metrics [dict create \
    syn_inst 59 \
    yosys_area_um2 515 \
    dp_cells 132 \
    dpl-instance-area_um2 830 \
    max_stage_delay_ns 0.26 \
    untimed_endpoints 8 \
    via_per_inst 3.68 \
    postLayoutCellArea_um2 872 \
    drt_wl_total_mm 1.30 \
    leakagePower_nw 0.385 \
    hold_viol 0 \
    drive_above_1_share_pct 50.0 \
    cp_max_fo 3 \
    grt_max_degree 13 \
    status "finished with violations" \
    area_growth_pct 69.2 \
    unclocked_regs 4 \
    gp_congestion 0.812 \
    n_antenna_cell 0 \
    worstPathRequired_ns 1.52 \
    finalNonFillerCells 136 \
    top_regs "ge: 4 flops" \
    yosysWarnings 1 \
    maxSlewViolCount 0 \
    finalSetupViolations 2 \
    drc 0 \
    worst_path_dominant_cell_family "AND-OR/OR-AND gates" \
    die_area_um2 6400 \
    slowest_stage "ha_4" \
    floorplan.core_util_pct 15.1 \
    whs_ns 1.30 \
    core_um2 3420 \
    io_buffers 13 \
    violations "negative setup slack" \
    antenna_found_initial 0 \
    xor_share_pct 3.40 \
    die_h_um 80 \
    netlist_area_um2 515 \
    min_path_type "in -> out" \
    cp-start-kind "primary input" \
    timing.final.crit_period_ns 2.68 \
    layout_setup_ws_ns -0.777 \
    regMostFlops "ge" \
    critPathCaptureType "primary output" \
    cp.arrival_ns 2.30 \
    max_freq_ghz 0.374 \
    muxShareOfSynthArea_pct 2.91 \
    grt_usage_pct 4.05 \
    hpwl_mm 1.09 \
    boundaryPins 14 \
    die_x_um 80 \
    period_used_pct 141 \
    num_vias 501 \
    ys_sh_adder_pct 11.2 \
    antenna_left 0 \
    ys_cells 59 \
    min_path_cells 5 \
    grt_pass1_vias 461 \
    drt_first_pass_iters 3 \
    crit_chain "buf_8, nor2_4, inv_2, ha_4, o31a_1, a21o_1, inv_2, ha_1, nor2b_4, and3b_2, o32ai_4, o22ai_2, buf_2" \
    critPathKind "in -> out" \
    grt_pass1_wl_mm 2.17 \
    drv_cap 0 \
    wl_per_cell_um 9.57 \
    rows 21 \
    synth_cell_types 32 \
    crit_top_cell "inv_2" \
    compound_area_share_pct 32.3 \
    tool_warnings 36 \
    pwr_density_cell_nw_per_um2 259 \
    cts_hold_buf 0 \
    ys_ff 4 \
    grt_overflow_total 0 \
    avgSynthCellArea_um2 8.74 \
    largest_register_ffs 4 \
    cp_num_buf_inv 4 \
    crit_cells 13 \
    rsz0062_at_grt "true" \
    synth.logic.top_family "AND-OR/OR-AND gates" \
    dr.first_iter.drc_count 69 \
    ir_drop_uv 80.9 \
    simple_gate_area_share_pct 26.2 \
]
-- per-stage QoR --
stage | power, W | setup WS (ns) | utilization (%) | TNS (ns)
global placement | 0.000210 | -1.56 | 24.3 | -2.54
finish | 0.000226 | -0.777 | 25.5 | -0.879
global route | 0.000250 | -0.892 | 25.5 | -1.04
floorplan | 0.000132 | -0.659 | - | -0.659
CTS | 0.000218 | -0.797 | 24.8 | -0.833
detailed placement | 0.000214 | -1.55 | 24.3 | -2.54
-- worst min-delay path, stage by stage --
cell and delay (ns):
buf_6 0.08, buf_4 0.17, a2111oi_4 0.10, o22ai_2 0.08, buf_2 0.11
-- area by class of cell --
| cell class | count | area (um^2) |
|---|---|---|
| fill | 371 | 2540 |
| tap | 46 | 57.6 |
| inverter | 7 | 26.3 |
| multi-input combinational | 44 | 428 |
| timing repair buffer | 35 | 300 |
| sequential | 4 | 60.1 |
-- power by group --
group	switching, W	internal [W]
Clock	0	0
Sequential	0.000000364	0.00000963
Combinational	0.0000894	0.000127
Total	0.0000898	0.000136
-- synth_stat cells --
cell type	instances	area share (%)
nor2b_1	3	3.6
fa_1	1	3.9
a21o_1	1	1.5
nand2b_1	6	7.3
a21oi_1	5	4.9
ha_1	3	7.3
nand2_1	5	3.6
a2111oi_4	1	5.3
inv_2	1	0.73
nor2_1	1	0.73
inv_1	6	4.4
o221a_2	1	2.2
o21a_1	1	1.5
mux2_4	1	2.9
dlxtn_1	4	12
a211oi_2	1	2.4
clkbuf_4	1	1.5
and4bb_1	1	2.4
o32ai_4	1	5.3
o22ai_1	1	1.2
a31oi_2	1	2.4
and3b_1	1	1.7
buf_4	2	2.9
nor2_2	1	1.2
buf_6	1	2.2
o22ai_4	1	3.9
or2b_4	1	2.2
or2b_1	1	1.5
o31a_1	1	1.7
xnor2_1	2	3.4
conb_1	1	0.73
nor3_2	1	1.9
-- final timing paths --
path / start / endpoint / slack [ns]
setup / recovery: yushu[1] / shi[3] / -0.78
hold / removal: yushu[2] / shi[3] / 1.30
-- repair_timing --
item | 4_1_cts | 5_1_grt
buffers inserted | 2 | 3
pin swaps | 3 | 3
endpoints found under the setup margin | 3 | 2
gates resized | 24 | 3
hold endpoints to repair | 0 | 0
-- layer usage --
layer	global-route usage [%]	part of all wire (%)	vias to the layer above	wire [um]
li1	-	-	262	-
met1	6.77	54	228	708
met2	5.14	38	11	491
met3	1.02	7.7	0	100
met4	0	0	0	0
met5	0	0	-	0
-- layout by cell type (no fill, tap or decap), drive strengths merged --
| cell | n |
|---|---|
| or2b | 2 |
| o32ai | 1 |
| fa | 1 |
| inv | 7 |
| a21oi | 5 |
| nor2b | 3 |
| o22ai | 2 |
| nor3 | 1 |
| buf | 27 |
| xnor2 | 2 |
| nor2 | 2 |
| ha | 3 |
| o221a | 1 |
| o31a | 1 |
| a2111oi | 1 |
| and4bb | 1 |
| a211oi | 1 |
| a31oi | 1 |
| dlxtn | 4 |
| and3b | 1 |
| o21a | 1 |
| nand2 | 5 |
| mux2 | 1 |
| nand2b | 6 |
| clkdlybuf4s50 | 8 |
| a21o | 1 |
| conb | 1 |
-- cells by family after synthesis --
logic type               Yosys count
AND-OR/OR-AND                     15
XOR/XNOR                           2
adder cells (fa/ha/maj)            4
buffers and inverters             11
latches                            4
multiplexers                       1
other                              1
AND/OR/NAND/NOR                   21
No activity file was given, so power comes from the tool's default toggle rates.
